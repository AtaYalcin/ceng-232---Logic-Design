--- /design/flow/config.mk ---
export PLATFORM = sky130hd
export DESIGN_NAME = lab3_2
export DESIGN_NICKNAME = lab3_2
export VERILOG_FILES = /design/flow/design.v
export SDC_FILE = /design/flow/constraint.sdc
export NUM_CORES = 4
export LEC_CHECK = 1
export CORE_UTILIZATION = 50
--- /design/flow/constraint.sdc ---
current_design lab3_2

set clk_period 3.4
set clk_io_pct 0.2

create_clock -name clk0 -period $clk_period [get_ports {CLK}]

set non_clock_inputs [all_inputs -no_clocks]
set_input_delay [expr $clk_period * $clk_io_pct] -clock clk0 $non_clock_inputs
set_output_delay [expr $clk_period * $clk_io_pct] -clock clk0 [all_outputs]
--- /design/flow/design.v ---
`timescale 1ns / 1ps
module lab3_2(
			input[5:0] money,
			input CLK,
			input vm,  
			input [2:0] productID,  
			input sugar,  
			output reg [5:0] moneyLeft,
			output reg [4:0] itemLeft,
			output reg productUnavailable, 
			output reg insufficientFund ,  
			output reg notExactFund ,  
			output reg invalidProduct,  
			output reg sugarUnsuitable,  
			output reg productReady	 
	);
	reg [4:0] numOfSandwiches;
	reg [4:0] numOfChocolate;
	reg [4:0] numOfWaterVM0;
	reg [4:0] numOfWaterVM1;
	reg [4:0] numOfCoffee;
	reg [4:0] numOfTea;
	initial
	begin
			numOfSandwiches = 5'd10;
			numOfChocolate =  5'd10;
			numOfWaterVM0 =   5'd5;
			numOfWaterVM1 =   5'd10;
			numOfCoffee =     5'd10;
			numOfTea =        5'd10;				
	end
	always @(posedge CLK)begin 
		if(
			(
				(productID==3'b101) || 
				(productID==3'b110) ||
				(productID==3'b111)
			) ||
			(((productID==3'b011) || (productID==3'b100))&& !vm ) ||
			(((productID==3'b000) || (productID==3'b001))&& vm) 
		)
		begin
			moneyLeft <= money ; 
			productReady <= 1'b0;
			invalidProduct<= 1'b1 ; 
			productUnavailable<= 1'bx;
			sugarUnsuitable<=1'bx ; 
			notExactFund<=1'bx ; 
			insufficientFund<=1'bx ; 
		end else if(
		((productID==3'b000)&&(numOfSandwiches == 5'd0))||
		((productID==3'b001)&&(numOfChocolate == 5'd0))||
		((productID==3'b010)&&((vm &&(numOfWaterVM1 == 5'd0))||(!vm &&(numOfWaterVM0 == 5'd0))))||
		((productID==3'b011)&&(numOfCoffee == 5'd0))||
		((productID==3'b100)&&(numOfTea == 5'd0))
		)
		begin
			moneyLeft <= money ; 
			productReady <= 1'b0;
			invalidProduct<= 1'b0 ; 
			productUnavailable<= 1'b1;
			sugarUnsuitable<=1'bx ; 
			notExactFund<=1'bx ; 
			insufficientFund<=1'bx ; 
		end else if(
			sugar && (productID==3'b010)
		) 
		begin
			moneyLeft <= money ; 
			productReady <= 1'b0;
			invalidProduct<= 1'b0 ; 
			productUnavailable<= 1'b0;
			sugarUnsuitable<=1'b1 ; 
			notExactFund<=1'bx ; 
			insufficientFund<=1'bx ; 
		end else if(
		(!vm)&&
			(
				(
					(productID==3'b000)&&(money != 6'd20)
				)||
				(
					(productID==3'b001)&&(money != 6'd10)
				)||
				(
					(productID==3'b010)&&(money != 6'd5)
				)
			)
		)
		begin
			moneyLeft <= money ; 
			productReady <= 1'b0;
			invalidProduct<= 1'b0 ; 
			productUnavailable<= 1'b0;
			sugarUnsuitable<=1'b0 ; 
			notExactFund<=1'b1 ; 
			insufficientFund<=1'bx ; 
		end else if(
		vm &&
			(
				(
					(productID==3'b010)&&(money < 6'd5)
				)||
				(
					(productID==3'b011)&&(money < 6'd12)
				)||
				(
					(productID==3'b100)&&(money < 6'd8)
				)
			)
		)begin
			moneyLeft <= money ; 
			productReady <= 1'b0;
			invalidProduct<= 1'b0 ; 
			productUnavailable<= 1'b0;
			sugarUnsuitable<=1'b0 ; 
			notExactFund<=1'bx ; 
			insufficientFund<=1'b1 ; 
		end else begin
			productReady <= 1'b1;
			invalidProduct<= 1'b0 ; 
			productUnavailable<= 1'b0;
			sugarUnsuitable<=1'b0 ;
			notExactFund<=1'b0 ; 
			insufficientFund<=1'b0 ; 
			if(productID == 3'b000) begin 
				itemLeft <= numOfSandwiches - 5'd1 ;
				numOfSandwiches <= numOfSandwiches - 5'd1;
				moneyLeft <= money - 6'd20;
			end
			if(productID == 3'b001) begin 
				itemLeft <= numOfChocolate - 5'd1 ;
				numOfChocolate <= numOfChocolate - 5'd1;
				moneyLeft <= money - 6'd10;
			end
			if(productID == 3'b010) begin
				if(vm) begin	
					itemLeft <= numOfWaterVM1 - 5'd1 ;
					numOfWaterVM1 <= numOfWaterVM1 - 5'd1 ; 
				end else begin 
					itemLeft <= numOfWaterVM0 - 5'd1; 
					numOfWaterVM0 <= numOfWaterVM0 - 5'd1 ; 
				end
				moneyLeft <= money - 6'd5;
			end
			if(productID == 3'b011) begin 
				itemLeft <= numOfCoffee - 5'd1 ;
				numOfCoffee <= numOfCoffee - 5'd1;
				moneyLeft <= money - 6'd12;
			end
			if(productID == 3'b100) begin 
				itemLeft <= numOfTea - 5'd1 ;
				numOfTea <= numOfTea - 5'd1;
				moneyLeft <= money - 6'd8;
			end
		end
	end
endmodule
--- /design/flow/run.sh ---
#!/bin/bash
# OpenROAD 26Q1-2900-gdf79404cd8, Yosys 0.63+post, stock flow scripts
make -C /OpenROAD-flow-scripts/flow DESIGN_CONFIG=/design/flow/config.mk WORK_HOME=/design/flow/orfs finish
==> results_dict.tcl <==
# collected from the flow reports
set metrics [dict create \
    maxCapViolations 0 \
    leakage_nw 1.56 \
    slew_headroom 0.643 \
    synth-main-ff-cell "edfxtp_1" \
    hold_violations 0 \
    endpoint_kind "flop" \
    vias 2480 \
    netlist.area_leader.share 0.391 \
    syn_area_per_cell_um2 9.97 \
    grt_pass1_wl_um 11700 \
    rsz0062_at_grt "false" \
    max_freq_mhz 335 \
    viasPerCell 5.59 \
    cp_max_fo 5 \
    power_density_mw_per_mm2 327 \
    antenna_found_initial 0 \
    port_buffers 28 \
    synthCells 316 \
    min_period_over_period 0.879 \
    synth-simple-area-share 0.168 \
    top_area_cell "edfxtp_1" \
    grt_max_degree 26 \
    arrival_ps 2940 \
    die_w_um 81.4 \
    cp_data_required_time_ps 3360 \
    hp-class "flop to flop" \
    pin_count 29 \
    fin_worst_skew_ps 13.1 \
    worstMarginPinSlew_ps 528 \
    fp_util 0.526 \
    tritoncts "built" \
    fin_setup_tns_ps 0 \
    drv_slew 0 \
    grt_pass1_vias 2279 \
    setup_ws_ps 412 \
    fin_crit_ps 2990 \
    synth.distinct_cells 61 \
    common_cells "41 x edfxtp_1, 31 x inv_1, 31 x nor2_1, 28 x ha_1, 23 x nand2_1" \
    vdd_drop_max_uv 193 \
    ctsResizeCount 0 \
    routed_wl_um 7140 \
    overflow 0 \
    yosys.area_share.adder 0.111 \
    ctsHoldBuffers 0 \
    synth-cells-yosys 316 \
    clkSlewWorstSetupHoldPaths_ps 90 \
    ctsHtreeMaxLevel 2 \
    die_height_um 81.4 \
    ys_seq_frac 0.429 \
    path_buffers 3 \
    core_mm2 0.00599 \
    tool_warnings 44 \
    ys_sh_aoi 0.146 \
    cp_top_family "simple AND/OR/NAND/NOR gates" \
    ys_top_logic_family "simple AND/OR/NAND/NOR gates" \
    edf_count 41 \
    synth_area_mm2 0.00315 \
    areaGrowthSynthToFinish_pct 19.5 \
    post-route-drc-count 0 \
    cts.path.max_buffers 2 \
    dieArea_mm2 0.00662 \
    post_drt_wl_per_cell_um 16.1 \
    fp-row-count 28 \
    cts.sinks 47 \
    routabilityCongestion 0.901 \
    yosysMostFrequentCell "edfxtp_1" \
    numSynthFlops 47 \
    cts_buffers 5 \
    path_cells "clkdlybuf4s50_1 > inv_1 > ha_1 > nor2b_1 > nor3_2 > o311ai_4 > inv_2 > nor4_4 > nand3_1 > nor2_1" \
    place_ws_ps 105 \
    crit_path_start_kind "primary input" \
    status "complete, no violations" \
    hpwl_um 5620 \
    xor_share 0.0612 \
    n_antenna_cell 0 \
    setup_viol 0 \
    async_reset_ff_frac 0 \
    cp_slowest_cell "clkdlybuf4s50_1" \
    layout-drive-gt1-share 0.133 \
    ys_chip_area_mm2 0.00315 \
    dr.first_iter.drc_count 196 \
    clk_latency_ps 310 \
    cts_setup_buffers 0 \
    mux_area_frac 0.0211 \
    clockRootBuffer "clkbuf_8" \
    dr.pass1.iters 5 \
    slowest_delay_ps 500 \
    critPathKind "primary input to flop" \
    yosysWarnings 1 \
    detail-route-antenna-nets 0 \
    topCellsByArea "edfxtp_1 39%, ha_1 11%, dfxtp_1 3.8%" \
    grt.total_usage 0.252 \
]
[cells by family after synthesis]
logic type,Yosys count
simple gates,101
compound gates,65
flops,47
buf+inv,46
fa+ha+maj,28
xor+xnor,22
mux,6
other cells,1
[sequential cells by signal, summed over array words and instances, names as in the netlist]
signal,cells
moneyLeft,6
itemLeft,5
numOfChocolate,5
numOfCoffee,5
numOfSandwiches,5
numOfTea,5
numOfWaterVM0,5
numOfWaterVM1,5
insufficientFund,1
invalidProduct,1
notExactFund,1
productReady,1
productUnavailable,1
sugarUnsuitable,1
[final timing paths]
| path | endpoint | slack, ps | start | depth (start not counted) |
|---|---|---|---|---|
| worst max-delay path | numOfChocolate[2] | 410 | money[0] | 10 |
| worst min-delay path | numOfWaterVM0[4] | 630 | numOfWaterVM0[4] | 1 |
| worst max register to register | moneyLeft[3] | 770 | numOfSandwiches[0] | 7 |
| worst min register to register | numOfWaterVM0[4] | 630 | numOfWaterVM0[4] | 1 |
[metrics by stage]
stage	instance area (um^2)	utilization	std cells	total power (W)	hold WS (ps)
finish	3760	0.628	444	0.00123	625
global route	3760	0.628	444	0.00129	659
CTS	3760	0.628	444	0.00124	627
detailed placement	3670	0.613	436	0.000896	606
global placement	3670	0.613	436	0.000897	598
floorplan	3170	-	321	0.000793	567
[layer usage]
metal / share of wire / GRT usage / vias up
li1: - / - / 1224
met1: 0.50 / 0.449 / 1133
met2: 0.41 / 0.336 / 114
met3: 0.084 / 0.0604 / 9
met4: 0.011 / 0.0250 / 0
met5: 0 / 0 / -
[final cells by class]
class / count / area (um^2)
Inverter: 32 / 120
Clock buffer: 5 / 68.8
Timing Repair Buffer: 54 / 488
Tap cell: 75 / 93.8
Clock inverter: 3 / 22.5
Multi-Input combinational cell: 228 / 1620
Sequential cell: 47 / 1350
Fill cell: 518 / 2230
[power breakdown]
part	total (W)	internal (W)	switching (W)
clock	0.000344	0.000147	0.000196
combinational	0.000229	0.000110	0.000118
sequential	0.000656	0.000649	0.00000767
[layout by cell type, fill, tap and decap left out, drive strengths merged, types with 3 or more instances in the layout]
| cell type | n |
|---|---|
| edfxtp | 41 |
| nor2 | 33 |
| inv | 33 |
| xor2 | 13 |
| o22ai | 3 |
| clkdlybuf4s50 | 28 |
| buf | 26 |
| ha | 28 |
| o21ai | 21 |
| conb | 6 |
| nor4 | 4 |
| o311ai | 4 |
| nor4b | 3 |
| nand3 | 3 |
| clkbuf | 5 |
| or2 | 3 |
| nand2 | 23 |
| dfxtp | 6 |
| xnor2 | 9 |
| mux2i | 4 |
| nand2b | 4 |
| a21oi | 13 |
| nor3 | 15 |
Power figures rest on the tool's default switching activity, not on a simulated workload.
