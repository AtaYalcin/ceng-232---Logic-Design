$ cat flow/design.v
`timescale 1ns / 1ps
module SelectionOfAvatar(
	input [1:0] mode,
	input [5:0] userID,
	input [1:0] candidate,  
	input CLK,
	output reg [1:0] ballotBoxId,
	output reg [5:0] numberOfRegisteredVoters,
	output reg [5:0] numberOfVotesWinner,  
	output reg [1:0] WinnerId,
	output reg AlreadyRegistered,
	output reg AlreadyVoted,
	output reg NotRegistered,
	output reg VotingHasNotStarted,
	output reg RegistrationHasEnded
	);
	reg [7:0] counter ; 
	reg registry[63:0];
	reg voted[63:0];
	reg [5:0]result[3:0] ; 
	reg [3:0] index ;
	reg [6:0]i ; 
	initial begin
		counter = 8'd0 ; 
		numberOfRegisteredVoters = 6'd0 ; 
		numberOfVotesWinner = 6'd0;
		RegistrationHasEnded = 0 ;
		WinnerId = 2'd0;
		for(i=0 ; i < 64 ;i= i+1)begin 
			registry[i] = 1'b0 ; 
		end
		for(i=0 ; i < 64;i= i+1)begin 
			voted[i] = 1'b0 ; 
		end
		for(i=0 ; i < 4 ;i= i+1)begin 
			result[i] = 6'd0 ; 
		end
	end
	always @(posedge CLK)
	begin
			ballotBoxId = userID[5:4] ;
			index       = userID[3:0] ;
			if(counter > 8'd199)begin
				if(result[2'd0]>result[2'd1] && result[2'd0]>result[2'd2] && result[2'd0]>result[2'd3])begin
					WinnerId = 2'd0 ; 
				end else if(result[2'd1]>result[2'd0] && result[2'd1]>result[2'd2] && result[2'd1]>result[2'd3]) begin
					WinnerId = 2'd1 ; 
				end else if (result[2'd2]>result[2'd0] && result[2'd2]>result[2'd1] && result[2'd2]>result[2'd3]) begin
					WinnerId = 2'd2 ; 
				end else begin
					WinnerId = 2'd3 ; 
				end
				numberOfVotesWinner = result[WinnerId];
			end 
			else begin
				if(counter > 99)begin 
					if(mode)begin 
						if(registry[userID])begin
							if(voted[userID]) begin 
								RegistrationHasEnded = 1'b0 ;
								VotingHasNotStarted = 1'b0 ;
								AlreadyRegistered = 1'b0 ;
								AlreadyVoted = 1'b1 ; 
								NotRegistered = 1'b0 ;									
							end else begin 
								voted[userID] = 1'b1 ; 
								RegistrationHasEnded = 1'b0 ;
								VotingHasNotStarted = 1'b0 ;
								AlreadyRegistered = 1'b0 ;
								AlreadyVoted = 1'b0 ; 
								NotRegistered = 1'b0 ;	
								result[candidate] = result[candidate] + 8'd1 ;
							end
						end else begin 
							RegistrationHasEnded = 1'b0 ;
							VotingHasNotStarted = 1'b0 ;
							AlreadyRegistered = 1'b0 ;
							AlreadyVoted = 1'b0 ; 
							NotRegistered = 1'b1 ;
						end
					end else begin
						RegistrationHasEnded = 1'b1 ;
						VotingHasNotStarted = 1'b0 ;
						AlreadyRegistered = 1'b0 ;
						AlreadyVoted = 1'b0 ; 
						NotRegistered = 1'b0 ; 
					end
				end else begin  
					if(mode)begin 
						VotingHasNotStarted = 1'b1 ;
						AlreadyRegistered = 1'b0 ;
						AlreadyVoted = 1'b0 ; 
						NotRegistered = 1'b0 ; 
					end else begin
						VotingHasNotStarted = 1'b0 ;  
						AlreadyRegistered = registry[userID];
						AlreadyVoted = 1'b0 ; 
						NotRegistered = 1'b0 ; 
						registry[userID] = 1'b1 ;
						if(AlreadyRegistered)begin end else begin
							numberOfRegisteredVoters = numberOfRegisteredVoters + 6'd1 ;
						end
					end					
				end
				counter = counter + 8'd1 ; 
			end	
	end
endmodule
$ cat flow/run.sh
#!/bin/bash
# OpenROAD 26Q1-2900-gdf79404cd8, Yosys 0.63+post, stock flow scripts
make -C /OpenROAD-flow-scripts/flow DESIGN_CONFIG=/design/flow/config.mk WORK_HOME=/design/flow/orfs finish
$ cat flow/config.mk
export PLATFORM = sky130hd
export DESIGN_NAME = SelectionOfAvatar
export DESIGN_NICKNAME = SelectionOfAvatar
export VERILOG_FILES = /design/flow/design.v
export SDC_FILE = /design/flow/constraint.sdc
export NUM_CORES = 4
export LEC_CHECK = 1
export CORE_UTILIZATION = 40
$ cat flow/constraint.sdc
current_design SelectionOfAvatar

set clk_period 13.0
set clk_io_pct 0.2

create_clock -name clk0 -period $clk_period [get_ports {CLK}]

set non_clock_inputs [all_inputs -no_clocks]
set_input_delay [expr $clk_period * $clk_io_pct] -clock clk0 $non_clock_inputs
set_output_delay [expr $clk_period * $clk_io_pct] -clock clk0 [all_outputs]
==> reports/qor_table.md <==
| Result | Value | Unit |
|:---|:---|:---|
| Chip Area | 21,100 | sq um |
| Average cell area after synthesis | 11.6 | sq um |
| Post-synth area from yosys stat | 8220 | sq um |
| Number of max-cap violations | 0 | - |
| Gr usage total | 19.3 | % |
| Worst path top cell family by delay | simple AND/OR/NAND/NOR gates | - |
| Post-synth EDFFs | 51 | - |
| Worst-case vdd ir drop | 0.0848 | mV |
| Clock Sink Count | 181 | - |
| Cell with the biggest individual delay on the critical path | nor2b_1 | - |
| Insertion delay to the later sink of the worst-skew pair | 0.43 | ns |
| Count of H-tree levels built during CTS | 4 | - |
| Number of antenna violations at the first check in global routing | 0 | - |
| Sequential cell area | 4130 | sq um |
| Clock-pin slew on the worst setup and hold paths | 0.07 | ns |
| Worst path required time | 13.07 | ns |
| Number of DRC markers after the initial detailed-route iteration | 349 | - |
| Hold Fails Final Rpt | 0 | - |
| Dominant register cell | dfxtp_1 | - |
| Async set-or-reset flop fraction in the synthesized netlist | 0 | % |
| Switching share of total power | 23.6 | % |
| Fraction of the core area occupied by cells at floorplan | 40.8 | % |
| Sum of routed wire length over all layers | 19,100 | microns |
| Period utilisation layout | 47.6 | % |
| Horiz. Die Dim | 145 | microns |
| Overflow left after global routing | 0 | - |
| Count of cells resized by post-cts repair | 0 | - |
| Routed wirelength normalized by instance count | 18.8 | microns |
| Proportion of layout cells with a drive suffix above 1 | 17.4 | % |
| Crit-path max FO | 68 | - |
| Top area contributor share | 31.7 | % |
| Synth unique cells | 64 | - |
| Post-detailed-route DRC marker count | 0 | - |
| Leakage power figure | 0.00419 | uW |
| Synth warnings | 2 | - |
| GP Congestion | 0.887 | - |
| Sequential share of power | 50.7 | % |
| Layout Area Growth over Synthesis | 13.8 | % |
| Power density of the placed cells | 133 | nW/um^2 |
| Most numerous cell in the Yosys netlist | dfxtp_1 | - |
| Type of element launching the critical path | input port | - |
| Root buffer selected by CTS | clkbuf_16 | - |
| # Cells Yosys | 711 | - |
| Post-DR vias/cell | 5.68 | - |
| Worst clock skew | 0.0102 | ns |
| Setup repair after global routing missed its margin | false | - |
| Maximum number of pins on one net before global-route repair | 69 | - |
| Logic pwr share | 9.2 | % |
| #FFs+latches synth | 181 | - |
| Outcome | complete, no violations | - |
| Most frequent cell on the critical path | buf_4 | - |
| Final Max Slew Viols | 0 | - |
| Number of primary I/O pins | 32 | - |
| CP bufs+invs | 3 | - |
| Post-cts hold-fix buffer tally | 0 | - |
| Maximum frequency from static timing analysis | 162 | MHz |
| Commonest cells in the synthesized netlist | dfxtp_1, a21o_1, edfxtp_1, a31o_2, ha_1 | - |
| Critical path, cell by cell | clkdlybuf4s50_1 -> buf_4 -> nor2b_1 -> a22o_1 -> a221oi_1 -> o211ai_1 -> nor4b_4 -> nor4_4 -> buf_4 -> nor3b_2 | - |
| Max_slew headroom | 39.5 | % |
| First-pass GRT wire length | 30,700 | microns |
| Setup violators final | 0 | - |
| Time the worst path needs with I/O delays and setup | 6.19 | ns |
| Arrival time worst endpoint | 6.26 | ns |
| CTS Buffer Depth | 2 | - |
| DIE HEIGHT | 145 | microns |
| Post-CTS Setup Repair Bufs | 0 | - |
| Vias post-DR | 5,780 | - |
| Clock tree from TritonCTS | yes | - |
| Cell taking the most area after synthesis | dfxtp_1 | - |
| CP max stage delay | 0.65 | ns |
| Netlist Area Pre-Place | 8220 | sq um |
| OpenROAD warning count | 25 | - |
| Cell-internal power | 953 | uW |
| Multi-input gate area in the final layout | 3730 | sq um |
| Hold Path Class | reg2reg | - |
| Kind of critical path | in2reg | - |
| Worst-margin pin slew | 0.900 | ns |
| Post-layout power | 1250 | uW |
| Total Neg Setup Slack | 0 | ns |
| Number of diodes added for antenna fixing | 0 | - |
| Sequential share of the synthesized area | 50.3 | % |
| Antenna-violating nets left | 0 | - |
| Category of the worst setup path capture point | flip-flop | - |
| Cell types with the largest area share after synthesis | dfxtp_1, edfxtp_1, a21o_1 | - |
| Number of buffers added by the clock tree synthesis step | 17 | - |
| First-pass detailed-route iteration total | 5 | - |
| Part of the power in the clock network | 40.1 | % |
| Number of global-route vias before repair | 5,629 | - |
| Total half-perimeter wirelength after legalization and detailed placement | 12,800 | microns |
| Switching power | 295 | uW |
| Port buffer count | 31 | - |
| Number of instances in the synthesized netlist | 711 | - |
| Area of the placeable core | 20,200 | sq um |
| Row count | 52 | - |
| Filler cell count in the final layout | 1,788 | - |
-- placed cells by master (no fill, tap or decap), types with 10 or more instances in the layout --
cell type,instances
ha_1,39
a21o_1,68
nand3_1,10
nor2_1,28
nand2_1,22
nor2b_1,11
mux4_2,15
a31o_1,18
dfxtp_1,130
and3_1,14
clkbuf_16,17
a31o_2,46
a22oi_1,12
a221oi_1,18
edfxtp_1,51
clkdlybuf4s50_1,29
mux2i_1,12
inv_1,32
buf_4,20
-- kinds of logic after synthesis --
logic type	after synthesis	share of synthesized area, %
compound gates	228	21.9
flops	181	50.3
simple gates	137	9.53
buf+inv	79	4.44
fa+ha+maj	39	5.94
mux	33	6.39
xor+xnor	14	1.49
-- stage by stage --
stage / util [%] / hold slack, ns / instance area (sq um) / setup WS (ns) / cells
2_1_floorplan: - / 0.392 / 8220 / 7.82 / 711
3_3_place_gp: 43.5 / 0.409 / 8770 / 6.65 / 985
3_5_place_dp: 43.5 / 0.413 / 8770 / 6.42 / 985
4_1_cts: 46.4 / 0.430 / 9360 / 6.86 / 1017
5_1_grt: 46.4 / 0.442 / 9360 / 6.58 / 1017
6_report: 46.4 / 0.429 / 9360 / 6.81 / 1017
-- registers in the layout, summed over array words and instances, names as in the netlist, 2 cells and up --
| signal | count |
|---|---|
| voted | 64 |
| counter | 8 |
| registry | 64 |
| ballotBoxId | 2 |
| result | 24 |
| WinnerId | 2 |
| numberOfVotesWinner | 6 |
| numberOfRegisteredVoters | 6 |
-- routing by layer --
metal / global-route usage (%) / up-vias / share of wire [%] / wire length (microns)
met5: 0 / - / 0 / 0
met2: 29.0 / 177 / 46 / 8720
met1: 29.2 / 2820 / 46 / 8860
met3: 6.08 / 35 / 6.5 / 1250
li1: - / 2748 / - / -
met4: 3.11 / 0 / 1.6 / 315
-- power groups by stage --
stage / Sequential, uW / Clock (uW) / Combinational, uW
6_report: 633 / 501 / 115
5_1_grt: 636 / 533 / 126
4_1_cts: 633 / 509 / 115
-- path summary, 6_finish.rpt --
path / from / endpoint / slack, ns / cells after the start
max: userID[0] / result[0][0]$_DFFE_PP_ / 6.81 / 10
min: registry[12]$_DFF_P_ / registry[12]$_DFF_P_ / 0.43 / 1
max reg2reg: voted[30]$_DFF_P_ / result[0][0]$_DFFE_PP_ / 9.83 / 8
min reg2reg: registry[12]$_DFF_P_ / registry[12]$_DFF_P_ / 0.43 / 1
-- layout make-up --
cell class	instances	share of cell area [%]
clock buffers	17	4.55
clock inverters	15	1.66
inverters	32	1.28
multi-input cells	451	39.9
flip-flops and latches	181	44.2
well taps	270	3.61
repair buffers	51	4.81
Power and IR drop assume default switching activity.
